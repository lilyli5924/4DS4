## design/flow/design.v

```verilog
`timescale 1ns/100ps
`default_nettype none
module Nios_Touch_Panel_Interface (
	input logic Clock,
	input logic Resetn,	
	input logic Touch_En,
	input logic Coord_En,
	input logic [11:0] X_Coord,
	input logic [11:0] Y_Coord,	
	input  logic [3:0] address,
	input  logic chipselect,
	input  logic read,
	input  logic write,
	output logic [31:0] readdata,
	input  logic [31:0] writedata,
	output logic irq
);
logic [1:0] Touch_en_edge;
logic [5:0] Touch_en_info;
logic [31:0] Touch_en_counter, Touch_en_limit;
logic [11:0] x_coord_reg, y_coord_reg;
logic [5:0] LCD_keypad;
always_ff @(posedge Clock or negedge Resetn) begin
	if (~Resetn) readdata <= 32'd0;
	else begin
		case (address[1:0])
			2'd0 : readdata <= { Touch_En,
				3'h0, x_coord_reg, 4'h0, y_coord_reg };
			2'd1 : readdata <= Touch_en_limit;
			2'd2 : readdata <= { 26'd0, Touch_en_info };
			default : readdata <= 32'd0;
		endcase
	end
end
always_ff @(posedge Clock or negedge Resetn) begin
	if (~Resetn) Touch_en_limit <= 32'hFFFFFFFF;
	else if (chipselect & write &
		(address == 32'd1)) Touch_en_limit <= writedata;
end
logic active_flag;
always_ff @(posedge Clock or negedge Resetn) begin
	if (~Resetn) begin
		Touch_en_info <= 6'd0;
		active_flag <= 1'b0;
	end else begin
		if (~Touch_en_info[5]) active_flag <= 1'b0;
		else if (Coord_En) active_flag <= 1'b1;
		if (chipselect & write &
			(address == 32'd2)
		) begin
			Touch_en_info <= writedata[5:0];
		end else begin
			Touch_en_info[5] <= Touch_En;
			if (Coord_En) Touch_en_info[4] <= 1'b1;
			if (Touch_en_counter == 32'd0) Touch_en_info[3] <= 1'b1;
			if (Touch_en_edge == 2'b10) Touch_en_info[2] <= 1'b1;
			if (Touch_en_edge == 2'b01) Touch_en_info[1] <= 1'b1;
			if (active_flag & (Touch_en_counter == 32'd0))
				Touch_en_info[0] <= 1'b1; 
		end 
	end
end
assign irq = Touch_en_info[0];
always_ff @(posedge Clock or negedge Resetn) begin
	if (~Resetn) begin
		Touch_en_counter <= 32'd0;
		Touch_en_edge <= 2'b00;
	end else begin
		Touch_en_edge <= { Touch_en_edge[0], Touch_En };
		if (~Touch_En) Touch_en_counter <= 32'd0;
		else if (active_flag) begin
			if (Touch_en_counter == 32'd0)
				Touch_en_counter <= Touch_en_limit;
			else Touch_en_counter <= Touch_en_counter - 32'd1;
		end
	end
end
always_ff @(posedge Clock or negedge Resetn) begin
	if (~Resetn) begin
		x_coord_reg <= 12'h000;
		y_coord_reg <= 12'h000;
		LCD_keypad = 6'd0;
	end else begin
		if (Coord_En) begin 
			x_coord_reg <= X_Coord; 
			y_coord_reg <= Y_Coord; 
		end 
		if ( Touch_En & 
			({1'b0,x_coord_reg[11:4]} >= 9'hC9) & 
			({1'b0,x_coord_reg[11:4]} <= 9'hF1)
		) begin
			if (
				({1'b0,y_coord_reg[11:4]} >= 9'h17) &
				({1'b0,y_coord_reg[11:4]} <= 9'h33)
			) LCD_keypad[0] <= 1'b1;
			else LCD_keypad[0] <= 1'b0;
			if (
				({1'b0,y_coord_reg[11:4]} >= 9'h3D) & 
				({1'b0,y_coord_reg[11:4]} <= 9'h58)
			) LCD_keypad[1] <= 1'b1;
			else LCD_keypad[1] <= 1'b0;
			if (
				({1'b0,y_coord_reg[11:4]} >= 9'h62) & 
				({1'b0,y_coord_reg[11:4]} <= 9'h7E)
			) LCD_keypad[2] <= 1'b1;
			else LCD_keypad[2] <= 1'b0;
			if (
				({1'b0,y_coord_reg[11:4]} >= 9'h88) & 
				({1'b0,y_coord_reg[11:4]} <= 9'hA4)
			) LCD_keypad[3] <= 1'b1;
			else LCD_keypad[3] <= 1'b0;
			if (
				({1'b0,y_coord_reg[11:4]} >= 9'hAE) & 
				({1'b0,y_coord_reg[11:4]} <= 9'hC9)
			) LCD_keypad[4] <= 1'b1;
			else LCD_keypad[4] <= 1'b0;
			if (
				({1'b0,y_coord_reg[11:4]} >= 9'hD3) & 
				({1'b0,y_coord_reg[11:4]} <= 9'hEF)
			) LCD_keypad[5] <= 1'b1;
			else LCD_keypad[5] <= 1'b0;
		end else LCD_keypad <= 6'd0;
	end
end
endmodule
```

## design/flow/run.sh

```bash
#!/bin/bash
# OpenROAD 26Q1-2900-gdf79404cd8, Yosys 0.63+post, stock flow scripts
make -C /OpenROAD-flow-scripts/flow DESIGN_CONFIG=/design/flow/config.mk WORK_HOME=/design/flow/orfs finish
```

## design/flow/config.mk

```make
export PLATFORM = sky130hd
export DESIGN_NAME = Nios_Touch_Panel_Interface
export DESIGN_NICKNAME = Nios_Touch_Panel_Interface
export VERILOG_FILES = /design/flow/design.v
export SDC_FILE = /design/flow/constraint.sdc
export NUM_CORES = 4
export LEC_CHECK = 1
export CORE_UTILIZATION = 40
```

## design/flow/constraint.sdc

```tcl
current_design Nios_Touch_Panel_Interface

set clk_period 11.9
set clk_io_pct 0.2

create_clock -name clk0 -period $clk_period [get_ports {Clock}]

set non_clock_inputs [all_inputs -no_clocks]
set_input_delay [expr $clk_period * $clk_io_pct] -clock clk0 $non_clock_inputs
set_output_delay [expr $clk_period * $clk_io_pct] -clock clk0 [all_outputs]
```

==> Slide: Implementation Results <==
Flow Results at a Glance

Detailed routing
  – Final wirelength: between 10 and 15 mm
  – Antenna cells: 0
  – Routed vias: between 4000 and 5000
  – DRC Markers: 0
  – Routed len/inst: 17.4 um
  – Routed Antenna Nets: 0
  – Drt first pass iters: 4
  – DR iter-0 viols: roughly 210
  – Via/cell ratio: 5.48

Worst setup path
  – Worst reg2reg path startpoint: Touch_en_counter[15]
  – WS Path Type: input pin to flop
  – Worst EP arrival: 4.43 ns
  – CP startpoint kind: input pin
  – Crit path DRT: about 12 ns
  – Worst setup path startpoint: address[1]
  – Crit-path max FO: 27
  – Setup crit end kind: flop

STA
  – Slew Viols, Final: 0
  – Final setup vio count: 0
  – Slew headroom: 0.517
  – Peak Freq: roughly 240 MHz
  – Least-Margin Pin Slew: 0.725 ns
  – Final min period: roughly 4.1 ns
  – Hold Slack: around 0.41 ns
  – RSZ-0062 raised after global routing: false
  – Clock skew: 0.00478 ns
  – TNS Setup: 0 ns
  – Fin crit share: 0.348
  – Final hold vios: 0

Floorplan
  – I/O pin total: ~100
  – Fp_density: 0.416
  – Die ar.: ~15000 um^2
  – Die H: about 120 um
  – Core area: roughly 14000 um^2
  – Rows: roughly 43
  – Die X-Extent: roughly 120 um

Clock network
  – CTS max path bufs: 2
  – Root Buffer: clkbuf_16
  – CTS hold repair buffers: 0
  – TritonCTS buffer count: 17
  – # clock sinks: roughly 130
  – CTS tree: yes
  – H-tree depth: 4
  – Later-pin clock latency in the skew report: between 0.4 and 0.5 ns
  – Cts repair resizes: 0
  – Post-CTS Setup Repair Bufs: 0
  – Clk slew on worst S/H paths: 0.06 ns

Global route
  – Initial antenna violation count: 0
  – Wire length of the first global-routing pass: around 23 mm
  – Congestion Overflow GR: 0
  – Largest net degree at the start of global routing: approximately 58
  – Vias in the first global route: between 4000 and 5000
  – Global Route Usage Sum: 0.207

Run
  – Max cap viols: 0
  – Tool warnings: 27

Outcome
  – Status: finished clean

Pwr
  – Static leakage: between 3 and 4 nW
  – Pwr/cell area: between 200 and 300 nW/um^2
  – Peak VDD IR: 0.181 mV

Synth
  – Synthesized area: around 5800 um^2
  – Distinct lib cells used: 47
  – Seq/Total Area, Yosys: 0.559
  – Synthesis warning total: 1
  – Most used flip-flop cell: dfrtp_1
  – Syn_area_per_cell: 11.5 um^2
  – Synth Instances: 507
  – Yosys cell count: approximately 510
  – Yosys chip area: ~5800 um^2
  – Area share, top type: 0.415
  – Count of library flops with an enable pin: 0
  – Yosys top cell by area: dfrtp_1
  – Top area cell types: dfrtp_1 42%, dfstp_2 14%, mux2_2 11%, mux2i_1 7.2%, nor2_1 2.3%
  – Share of flip-flops with an asynchronous set or reset: 1.00
  – Post-synth top cells: 97 x dfrtp_1, 57 x mux2_2, 42 x mux2i_1, 36 x nor2_1, 32 x dfstp_2
  – Synthesized registers: about 130
  – Top-count cell post-synth: dfrtp_1

Place
  – GP Congestion: ~0.83
  – Input/output buffers: 98
  – Post-DP HPWL: between 9 and 10 mm

Final layout
  – Area growth, synth to finish: 28.9%
  – Final Util: 0.537
  – Top flop regs: Touch_en_counter x32, Touch_en_limit x32, readdata x32
  – Ratio of cells with drive above 1 in the final layout: 0.228

Hold path
  – Min-Delay Path Class: flop to flop
  – Hold path startpoint: Touch_en_edge[0]
power by group:
group	internal, mW	total, mW	switching [mW]
sequential	0.544	0.630	0.0861
combinational	0.328	0.781	0.453
clock	0.282	0.475	0.193
worst paths after layout:
check / end / slack [ns] / cells past startpoint
setup / recovery: Touch_en_info[5] / 7.76 / 5
hold / removal: Touch_en_edge[1] / 0.41 / 0
setup reg to reg: Touch_en_counter[18] / 8.72 / 6
hold reg to reg: Touch_en_edge[1] / 0.41 / 0
max in group asynchronous: readdata[29] / 8.95 / 2
min in group asynchronous: readdata[8] / 1.89 / 1
layer usage:
layer,track usage,vias up,wire length [um]
met2,0.324,107,6620
met3,0.0508,9,713
met1,0.314,2191,6380
li1,-,2050,-
met5,0,-,0
met4,0.0229,0,141
cells by family (layout without fill, tap and decap cells):
logic type,count (synthesis),in the layout,share of synthesized area
AOI/OAI and AO/OA,81,81,0.0863
adders and majority gates,2,2,0.00428
buffers and inverters,40,148,0.0298
DFF,129,129,0.559
muxes,99,99,0.182
and+or+nand+nor,156,156,0.139
cell usage in the layout, fill, tap and decap left out, types with 3 or more instances in the layout:
cell,n
buf_4,13
and2_1,8
inv_1,6
o41ai_1,3
o31ai_1,3
clkinv_4,3
o311ai_0,5
nor4_1,12
dfstp_2,32
a21oi_1,15
o211ai_1,3
nor2_1,36
or3_1,12
o21a_1,6
nand2_1,29
mux2i_1,42
o22ai_1,8
nand4_1,3
clkdlybuf4s50_1,96
nor3_1,15
or4_1,8
clkbuf_16,17
clkinv_2,3
dfrtp_1,97
clkinvlp_4,6
a31oi_1,10
nand3_1,15
nor2b_1,4
clkbuf_8,3
mux2_2,57
o21ai_0,21
cell type report:
type,instances,area (um^2)
fill,1143,6510
sequential,129,3270
multi-input combinational,338,2400
timing repair buffer,110,1060
clock buffer,20,467
tap,180,225
clock inverter,12,86.3
inverter,6,22.5
critical path, cell delays in order:
cell and delay (ns):
clkdlybuf4s50_1 0.45, buf_4 0.33, nor2b_1 0.50, nand2_1 0.39
mux2_2 0.37
metrics by stage:
| step | total power, mW | instance area, um^2 | setup WS [ns] | instances |
|---|---|---|---|---|
| floorplan | 1.20 | 5850 | 8.11 | 507 |
| global placement | 1.39 | 6980 | 7.38 | 763 |
| detailed placement | 1.40 | 6980 | 7.40 | 763 |
| CTS | 1.89 | 7540 | 7.81 | 795 |
| global route | 2.01 | 7540 | 7.65 | 795 |
| finish | 1.89 | 7540 | 7.76 | 795 |
Power and IR drop assume default switching activity.
